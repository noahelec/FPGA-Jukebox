<file path="/design/flow/run.sh">
#!/bin/bash
# OpenROAD 26Q1-2900-gdf79404cd8, Yosys 0.63+post, stock flow scripts
make -C /OpenROAD-flow-scripts/flow DESIGN_CONFIG=/design/flow/config.mk WORK_HOME=/design/flow/orfs finish
</file>
<file path="/design/flow/config.mk">
export PLATFORM = sky130hd
export DESIGN_NAME = speed_controller
export DESIGN_NICKNAME = speed_controller
export VERILOG_FILES = /design/flow/design.v
export SDC_FILE = /design/flow/constraint.sdc
export NUM_CORES = 4
export LEC_CHECK = 1
export CORE_UTILIZATION = 50
</file>
<file path="/design/flow/constraint.sdc">
current_design speed_controller

set clk_period 17.3
set clk_io_pct 0.2

create_clock -name clk0 -period $clk_period [get_ports {clk}]

set non_clock_inputs [all_inputs -no_clocks]
set_input_delay [expr $clk_period * $clk_io_pct] -clock clk0 $non_clock_inputs
set_output_delay [expr $clk_period * $clk_io_pct] -clock clk0 [all_outputs]
</file>
<file path="/design/flow/design.v">
`default_nettype none
module 
picoblaze_template
#(
parameter clk_freq_in_hz = 25000000
) (
				output reg[7:0] led_volume,
				output reg led_blinker,
				input logic interr_sig, 
				input logic clk, 
				input logic [7:0] input_data
			     );
wire[9:0]  address;
wire[17:0]  instruction;
wire[7:0]  port_id;
wire[7:0]  out_port;
reg[7:0]  in_port;
wire  write_strobe;
wire  read_strobe;
reg  interrupt;
wire  interrupt_ack;
wire  kcpsm3_reset;
reg[26:0] int_count;
reg onehertz;
reg        lcd_rw_control;
reg[7:0]   lcd_output_data;
pacoblaze3 led_8seg_kcpsm
(
                  .address(address),
               .instruction(instruction),
                   .port_id(port_id),
              .write_strobe(write_strobe),
                  .out_port(out_port),
               .read_strobe(read_strobe),
                   .in_port(in_port),
                 .interrupt(interrupt),
             .interrupt_ack(interrupt_ack),
                     .reset(kcpsm3_reset),
                       .clk(clk));
 wire [19:0] raw_instruction;
	pacoblaze_instruction_memory 
	pacoblaze_instruction_memory_inst(
     	.addr(address),
	    .outdata(raw_instruction)
	);
	always @ (posedge clk)
	begin
	      instruction <= raw_instruction[17:0];
	end
    assign kcpsm3_reset = 0;                       
assign onehertz = interr_sig ? 1'b1 : 1'b0;
always @ (posedge clk or posedge interrupt_ack)   
begin
    if (interrupt_ack)   
        interrupt <= 0;
    else if (onehertz)   
        interrupt <= 1;
    else
        interrupt <= interrupt;   
end
 always @ (posedge clk)
 begin
    case (port_id[7:0])
        8'h0:    in_port <= input_data;
        default: in_port <= 8'bx;
    endcase
end
  always @ (posedge clk)
  begin
        if (write_strobe & port_id[7])   
          led_volume <= out_port;
        if (write_strobe & port_id[6])   
          led_blinker <= out_port;
  end
endmodule
module speed_controller(
    input speed_up,   
    input speed_down,   
    input speed_rst,   
    input clk,   
    output logic [31:0] count_out   
);
    logic [31:0] counter = 1227; 
    always_ff @(posedge clk) begin 
        case ({speed_up, speed_down, speed_rst})
            3'b001: counter <= 1227;   
            3'b010: counter <= counter + 32'h0000004;   
            3'b100: counter <= counter - 32'h0000004;   
            default: counter <= counter;   
        endcase 
    end 
    assign count_out = counter; 
endmodule 
</file>
==> impl_metrics.env <==
# source this file to load flow results
export IMPL_synth_cells_yosys=335
export IMPL_ys_ff=30
export IMPL_worst_slew_pin_slew_ns=0.6169
export IMPL_hold_viol=0
export IMPL_placed_area_mm2=0.003212
export IMPL_synth_area_per_cell_um2=8.568
export IMPL_chipArea_mm2=0.006047
export IMPL_crit_family="AND-OR/OR-AND gates"
export IMPL_clkLatencyLatePin_ns=0.28
export IMPL_syn_area_mm2=0.002870
export IMPL_largest_reg_flops=30
export IMPL_warnings=26
export IMPL_path_clk_slew_ns=0.07
export IMPL_routed_via_density=5.875
export IMPL_powerDensity_mw_per_mm2=66.93
export IMPL_clock_path_buffers=2
export IMPL_slew_viol_final=0
export IMPL_cts_buffers=5
export IMPL_crit_fanout=30
export IMPL_crit_required_ns=17.32
export IMPL_diodes=0
export IMPL_drc=0
export IMPL_skew_ns=0.004611
export IMPL_netlist_instances=335
export IMPL_via_count=2532
export IMPL_cts_sinks=30
export IMPL_cts_setup_buffers=0
export IMPL_met1_usage=0.4000
export IMPL_fin_cells=431
export IMPL_die_x_um=77.77
export IMPL_gp_congestion=0.9146
export IMPL_top_usage_layer="met1"
export IMPL_worstHoldPathType="flop to flop"
export IMPL_rsz0062_at_grt="no"
export IMPL_cts_resized=0
export IMPL_grt_pass1_wl_um=11250
export IMPL_hold_start="counter[2]$_SDFFCE_PN0P_"
export IMPL_r2r_start="counter[2]$_SDFFCE_PN0P_"
export IMPL_status="finished, final reports clean"
export IMPL_area_delta_synth_final_pct=14.69
export IMPL_grt_usage=0.2421
export IMPL_critPathBufInv=2
export IMPL_place_hpwl_um=4859
export IMPL_r2r_slack_ns=14.60
export IMPL_vdd_drop_max_v=0.00003959
export IMPL_yosysUniqueCellTypes=55
export IMPL_grt_pass1_vias=2346
export IMPL_use_met3=0.02748
export IMPL_grt_max_degree=31
export IMPL_reg2reg_to="counter[30]$_SDFFCE_PN0P_"
export IMPL_ctsHtreeMaxLevel=2
export IMPL_cts_tree="yes"
export IMPL_top_register="counter"
export IMPL_ff_type="edfxtp_1"
export IMPL_io_buffers=33
export IMPL_overflow=0
export IMPL_ioPinCount=36
export IMPL_ant_nets=0
export IMPL_cts_root_buf="clkbuf_8"
export IMPL_fin_ws_ns=10.85
export IMPL_postSynthSeqShare=0.3139
export IMPL_power_total_mw=0.2203
export IMPL_drive_above_1_share=0.04735
export IMPL_period_used=0.3728
export IMPL_path_cells="clkdlybuf4s50_1, nor3b_2, buf_4, ha_1, a21oi_4, o22ai_1, a221o_1, a311o_1, o21ai_1, xor2_1, nor2_1"
export IMPL_synthArstFlopShare=0
export IMPL_dp_cells=423
export IMPL_synth_edff_count=30
export IMPL_avgRoutedWirePerCell_um=15.40
export IMPL_tns_ns=0
export IMPL_drt_iter0_drc=169
export IMPL_slowest_delay_ns=0.49
export IMPL_end_kind="flop"
export IMPL_antenna_found_initial=0
export IMPL_finalSetupViolCount=0
export IMPL_use_met2=0.3690
export IMPL_whs_ns=0.6591
export IMPL_max_freq_ghz=0.1551
export IMPL_cp_start_kind="input pin"
export IMPL_pre_cts_slack_ns=10.57
export IMPL_reg_top3="counter: 30 flops"
export IMPL_crit_slowest_cell="clkdlybuf4s50_1"
export IMPL_cap_violations=0
export IMPL_slew_limit_headroom=0.5887
export IMPL_synth_warnings=1
export IMPL_hold_depth=1
export IMPL_rows=27
export IMPL_period_needed_ns=6.449
export IMPL_crit_type="input pin to flop"
export IMPL_fin_util=0.5978
export IMPL_core_area_mm2=0.005507
export IMPL_routed_wirelength_um=6639
export IMPL_reg2regPathDepth=8
export IMPL_p_leak_nw=1.333
export IMPL_yosys_stat_area_mm2=0.002870
export IMPL_min_to="counter[2]$_SDFFCE_PN0P_"
export IMPL_fp_util=0.5212
export IMPL_die_h_um=77.77
export IMPL_drtPass1Iterations=5
export IMPL_fin_area_mm2=0.003292
export IMPL_cp_arrival_ns=6.47
export IMPL_hold_buffers=0
-- layout by cell type (no fill, tap or decap), drive strengths merged, types with 2 or more instances in the layout --
cell,instances
a211oi,2
a311o,2
o21ai,17
o211ai,3
o21bai,5
nor4,3
nand2,28
a21oi,45
or3,4
nor2b,3
edfxtp,30
o21a,2
a31oi,2
a21o,13
xor2,8
xnor2,13
and2,3
conb,2
and3,5
nor3b,4
inv,10
clkinv,3
a221o,2
nand4,12
nor2,32
ha,28
nor3,9
a211o,2
clkdlybuf4s50,33
nand2b,2
buf,2
clkbuf,5
nand3,11
-- routing by layer --
metal,vias up,part of all wire
li1,1298,-
met1,1160,0.50
met2,68,0.44
met3,6,0.049
met4,0,0.0096
met5,-,0
-- logic make-up after synthesis --
family,Yosys count,share of synthesized area
xor gates and xnor gates,21,0.06408
other,1,0.001307
adders and majority gates,29,0.1290
AOI/OAI and AO/OA,103,0.2306
and+or+nand+nor,120,0.2088
buffers and inverters,30,0.04882
muxes,1,0.003487
DFF,30,0.3139
-- worst reg2reg max path, delay by kind of cell, from the launching register on --
family / cells / cell delay, ns
AOI/OAI and AO/OA: 5 / 1.25
adders and majority gates: 1 / 0.49
DFF: 1 / 0.45
and+or+nand+nor: 2 / 0.25
-- cell usage after synthesis (4+ instances only) --
master / count / area [um2]
a21o_1: 13 / 97.59
a21oi_1: 43 / 215.2
and3_1: 4 / 25.02
clkbuf_1: 12 / 45.04
edfxtp_1: 30 / 900.9
ha_1: 28 / 350.3
inv_1: 10 / 37.54
nand2_1: 28 / 105.1
nand3_1: 11 / 55.05
nand4_1: 12 / 75.07
nor2_1: 32 / 120.1
nor3_1: 9 / 45.04
o21ai_0: 15 / 75.07
o21bai_1: 5 / 37.54
or3_1: 4 / 25.02
xnor2_1: 13 / 113.9
xor2_1: 8 / 70.07
-- power by group --
group,switching [mW],internal (mW)
registers,0.00360,0.0883
logic,0.0407,0.0327
clock network,0.0281,0.0268
total,0.0724,0.148
-- worst max-delay path by stage --
stage                 slack [ns]       from  depth (start not counted)                   endpoint
after CTS                  10.88  speed_rst                         11  counter[24]$_SDFFCE_PN0P_
after global routing       10.67  speed_rst                         11  counter[20]$_SDFFCE_PN0P_
final                      10.85  speed_rst                         11  counter[24]$_SDFFCE_PN0P_
-- final cells by class --
cell class              instances  area (um2)
multi-input cells             276        1838
clock inverters                 3       11.26
inverters                      10       37.54
fillers                       506        2215
well taps                      72       90.09
flip-flops and latches         30       900.9
clock buffers                   5       68.82
repair buffers                 35       345.3
Power figures rest on the tool's default switching activity, not on a simulated workload.
