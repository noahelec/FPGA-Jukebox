--- design.v ---
`default_nettype none
module 
picoblaze_template
#(
parameter clk_freq_in_hz = 25000000
) (
				output reg[7:0] led_volume,
				output reg led_blinker,
				input logic interr_sig, 
				input logic clk, 
				input logic [7:0] input_data
			     );
wire[9:0]  address;
wire[17:0]  instruction;
wire[7:0]  port_id;
wire[7:0]  out_port;
reg[7:0]  in_port;
wire  write_strobe;
wire  read_strobe;
reg  interrupt;
wire  interrupt_ack;
wire  kcpsm3_reset;
reg[26:0] int_count;
reg onehertz;
reg        lcd_rw_control;
reg[7:0]   lcd_output_data;
pacoblaze3 led_8seg_kcpsm
(
                  .address(address),
               .instruction(instruction),
                   .port_id(port_id),
              .write_strobe(write_strobe),
                  .out_port(out_port),
               .read_strobe(read_strobe),
                   .in_port(in_port),
                 .interrupt(interrupt),
             .interrupt_ack(interrupt_ack),
                     .reset(kcpsm3_reset),
                       .clk(clk));
 wire [19:0] raw_instruction;
	pacoblaze_instruction_memory 
	pacoblaze_instruction_memory_inst(
     	.addr(address),
	    .outdata(raw_instruction)
	);
	always @ (posedge clk)
	begin
	      instruction <= raw_instruction[17:0];
	end
    assign kcpsm3_reset = 0;                       
assign onehertz = interr_sig ? 1'b1 : 1'b0;
always @ (posedge clk or posedge interrupt_ack)   
begin
    if (interrupt_ack)   
        interrupt <= 0;
    else if (onehertz)   
        interrupt <= 1;
    else
        interrupt <= interrupt;   
end
 always @ (posedge clk)
 begin
    case (port_id[7:0])
        8'h0:    in_port <= input_data;
        default: in_port <= 8'bx;
    endcase
end
  always @ (posedge clk)
  begin
        if (write_strobe & port_id[7])   
          led_volume <= out_port;
        if (write_strobe & port_id[6])   
          led_blinker <= out_port;
  end
endmodule
module clock_divider(inclk, outclk, rst, counto); 
	input inclk;  
	input rst;
	output reg outclk = 0; 
	input [31:0] counto; 
	reg[31:0] count;
	always@(posedge inclk) begin 
		if (rst) begin
			count = 0;
			outclk = 0;
		end 
		else begin
			if (count <counto) begin 
				count = count + 1; 
			end 
			else begin 
				outclk = ~outclk; 
				count = 0; 
			end 
		end
	end 
endmodule 
--- run.sh ---
#!/bin/bash
# OpenROAD 26Q1-2900-gdf79404cd8, Yosys 0.63+post, stock flow scripts
make -C /OpenROAD-flow-scripts/flow DESIGN_CONFIG=/design/flow/config.mk WORK_HOME=/design/flow/orfs finish
--- config.mk ---
export PLATFORM = sky130hd
export DESIGN_NAME = clock_divider
export DESIGN_NICKNAME = clock_divider
export VERILOG_FILES = /design/flow/design.v
export SDC_FILE = /design/flow/constraint.sdc
export NUM_CORES = 4
export LEC_CHECK = 1
export CORE_AREA = 10 10 113 113
export DIE_AREA = 0 0 123 123
--- constraint.sdc ---
current_design clock_divider

set clk_period 4.3
set clk_io_pct 0.2

create_clock -name clk0 -period $clk_period [get_ports {inclk}]

set non_clock_inputs [all_inputs -no_clocks]
set_input_delay [expr $clk_period * $clk_io_pct] -clock clk0 $non_clock_inputs
set_output_delay [expr $clk_period * $clk_io_pct] -clock clk0 [all_outputs]
==> reports/notes.md <==
In this run the remaining antenna-violating nets after routing total 0. Worst voltage drop across the vdd grid: 0.0988 mV. The netlist area before placement was 2320 um2.

For the via count, the log shows 1778. Subtracting the final worst setup slack from the clock period gives 3040 ps. Note, the detailed placer reported a final HPWL of 3.92 mm. The transition time at the pin with the least slew margin is 573 ps. Per the placement report, the placed cell count is 436. The overall track demand over capacity in global routing was 0.0638. The run gives 0 as the hold buffer count at CTS. Looking at the clock tree report, the root buffer type is sky130_fd_sc_hd__clkbuf_8. The synthesized flop and latch total is 33.

The gate-level netlist out of Yosys references 34 unique cell types. The flow ran to the end, and the final reports show no timing, DRC or antenna violations. After clock tree synthesis, the repair step resized 0 gates.

With the die area at 15100 um2, the worst setup slack after layout is 1260 ps. The run gives 39 as the violation tally from detailed-route iteration zero. Per the detailed-route log, wirelength across all metal layers totals 4.72 mm. Clock-pin slew was measured on the worst setup and hold paths at 60 ps. The routed layout reports a DRC error count of 0.

Largest fanout of any net on the critical path: 16. Type of the setup path with the least slack: in -> reg. TritonCTS built the clock tree.

Checking hold timing, the worst path is listed with class reg -> reg. The total overflow reported by the global router is 0. The critical path goes through clkdlybuf4s50_1, inv_1, ha_1, a21o_1, a211oi_2, o311ai_1, a2111oi_4, o211ai_4, buf_4, nor2_2. The most common logic cells in the final layout are 37 x sky130_fd_sc_hd__inv_1, 34 x sky130_fd_sc_hd__clkdlybuf4s50_1, 33 x sky130_fd_sc_hd__dfxtp_1, 32 x sky130_fd_sc_hd__ha_1, 29 x sky130_fd_sc_hd__nor2_2.

For this run, the detailed router reports a per-instance via density of 4.01. The flow reported a cell area power density of 213 nW/um2. In this run the cell area measured after placement is 2800 um2.

Clock tree synthesis inserted a total of 5 buffers. Maximum number of pins on one net before global-route repair: 17. The report lists the number of standard-cell rows as 37. For this sky-water flow run, the detailed-routed wirelength per cell is reported as 10.7 um.

The tools report the number of pins with negative max-slew slack in the final report as 0. The placement report lists the number of port buffers as 34. The tools report the data arrival at the endpoint of the critical path as 3270 ps. The synthesis area per yosys is 2320 um2, and the maximum frequency from static timing analysis is 329 MHz. The critical path's slowest cell is sky130_fd_sc_hd__clkdlybuf4s50_1. The run gives 0 as the buffers inserted during post-CTS setup optimization.

The region available for standard cell placement spans 10300 um2. The run gives 2880 um2 for the final design instance area without fill. The worst setup path is captured at a register. The register share after synthesis is 0.285. With the final number of setup-violating endpoints at 0, the die width is 123 um. The run gives 0.772 for the final estimated routing congestion in global placement.

The logs give a warning total of 25. Endpoints failing hold in the final report were tallied at 0. The power report puts the leakage power at 1.24 nW. Per the CTS log, the buffer count on the longest clock path is 2. Summed over all failing endpoints, the final setup total negative slack is 0 ps. The finished layout holds 443 standard cells, fillers aside. The average footprint of a synthesized cell came out at 8.64 um2. Summing internal, switching and leakage power gives 0.000615 W.

The first TritonRoute pass finished after 4 iterations. The first global-routing pass estimated 8.11 mm of wire. Setup repair after global routing left no endpoint under its margin.

At the later pin of the worst-skew pair, clock insertion delay measures 280 ps. The post-route clock period utilization works out to 0.708. The run gives 1 as the warning count from the yosys run. The maximum level of the CTS H-tree is 2.

With the required arrival time at the worst endpoint at 4520 ps, the initial antenna violation count is 0. STA classifies the critical path startpoint as a primary input. For this design, Yosys synthesis ends with a cell count of 268. The vertical die size is 123 um. The run gives 1767 as the via count of the first global-routing pass. In this run the maximum-capacitance check reported violations numbering 0.

For the cell count after synthesis, the log shows 268. The clock tree skew after final layout is 5.21 ps. The tools report the worst relative slew slack as 0.613.

Per the cell usage report, the commonest logic cell in the layout is sky130_fd_sc_hd__inv_1. The longest incremental delay of any stage on the critical path is reported as 450 ps. Fraction of final layout cells sized beyond drive strength 1: 0.147. The floorplan report gives the top-level pin count as 35. The tools report the setup slack after placement as 948 ps. Area growth from synthesis to layout: 24.5%.

Clock net sink count: 33. The logs give 0.224 for the starting utilization of the core area and 0 for the antenna diode instance count.
==> per-layer routing <==
| layer | wire (um) | part of all wire | vias to the layer above | GRT usage |
|---|---|---|---|---|
| met1 | 2510 | 0.53 | 751 | 0.0955 |
| met5 | 0 | 0 | - | 0 |
| met2 | 1860 | 0.39 | 37 | 0.0907 |
| li1 | - | - | 982 | - |
| met3 | 292 | 0.062 | 8 | 0.0194 |
| met4 | 69 | 0.015 | 0 | 0.00873 |
==> worst paths after layout <==
path	start	to	slack [ps]	cells past startpoint
worst max-delay path	counto[17]	count[8]	1260	10
worst min register to register	count[0]	count[0]	470	1
worst min-delay path	count[0]	count[0]	470	1
worst max register to register	count[17]	count[8]	1920	8
==> cells in the mapped netlist <==
library cell	n	area share
sky130_fd_sc_hd__o21ai_1	2	0.0043
sky130_fd_sc_hd__a211oi_2	1	0.0054
sky130_fd_sc_hd__a211oi_1	1	0.0032
sky130_fd_sc_hd__nand4_1	8	0.022
sky130_fd_sc_hd__o41a_1	1	0.0049
sky130_fd_sc_hd__a41oi_1	1	0.0038
sky130_fd_sc_hd__or3_1	3	0.0081
sky130_fd_sc_hd__nand2_1	15	0.024
sky130_fd_sc_hd__xnor2_1	6	0.023
sky130_fd_sc_hd__nor2_2	29	0.078
sky130_fd_sc_hd__a2111oi_4	1	0.012
sky130_fd_sc_hd__dfxtp_1	33	0.29
sky130_fd_sc_hd__nor3_2	1	0.0043
sky130_fd_sc_hd__nand3_4	1	0.0076
sky130_fd_sc_hd__a21o_1	4	0.013
sky130_fd_sc_hd__nor4_2	1	0.0054
sky130_fd_sc_hd__and4b_1	1	0.0043
sky130_fd_sc_hd__inv_1	37	0.060
sky130_fd_sc_hd__mux2_1	1	0.0049
sky130_fd_sc_hd__nand3_1	20	0.043
sky130_fd_sc_hd__o311ai_1	1	0.0038
sky130_fd_sc_hd__nor4bb_1	1	0.0043
sky130_fd_sc_hd__nand3_2	1	0.0043
sky130_fd_sc_hd__nor4_1	1	0.0027
sky130_fd_sc_hd__nor2_1	8	0.013
sky130_fd_sc_hd__a21oi_1	13	0.028
sky130_fd_sc_hd__o21ai_0	6	0.013
sky130_fd_sc_hd__nor2b_1	4	0.011
sky130_fd_sc_hd__and3_1	7	0.019
sky130_fd_sc_hd__o211ai_4	1	0.0092
sky130_fd_sc_hd__ha_1	32	0.17
sky130_fd_sc_hd__a21oi_2	1	0.0038
sky130_fd_sc_hd__buf_6	4	0.019
sky130_fd_sc_hd__xor2_1	21	0.079
==> report_power, final <==
group          total [W]  switching, W  internal, W
clock network   0.000232      0.000105     0.000127
logic          0.0000721     0.0000303    0.0000418
registers       0.000311    0.00000269     0.000308
==> stage by stage <==
| stage | hold slack [ps] | utilization |
|---|---|---|
| 2_1_floorplan | 435 | - |
| 3_3_place_gp | 459 | 0.271 |
| 3_5_place_dp | 463 | 0.271 |
| 4_1_cts | 479 | 0.279 |
| 5_1_grt | 512 | 0.279 |
| 6_report | 473 | 0.279 |
==> state kept, by name, indices dropped and copies added, names as in the netlist <==
name / cells
outclk: 1
count: 32
==> kinds of logic (layout without fill, tap and decap cells) <==
kind of cell	after synthesis	count (layout)	synth area share
AND/OR/NAND/NOR	101	101	0.251
buffers and inverters	41	80	0.0794
AND-OR/OR-AND	33	33	0.104
flip-flops	33	33	0.285
adder cells (fa/ha/maj)	32	32	0.173
XOR/XNOR	27	27	0.102
multiplexers	1	1	0.00486
==> cell type report <==
class | count | area [um2]
fill | 1096 | 7440
inverter | 37 | 139
sequential | 33 | 661
timing repair buffer | 36 | 355
multi-input combinational | 194 | 1470
tap | 136 | 170
clock buffer | 7 | 86.3
==> critical path, delay by kind of cell <==
kind,cells,cell delay (ps)
AOI/OAI and AO/OA,5,1230
adders and majority gates,1,300
buffers and inverters,3,740
and+or+nand+nor,1,120
No activity file was given, so power comes from the tool's default toggle rates.
