$ cat flow/config.mk
export PLATFORM = sky130hd
export DESIGN_NAME = fsmlab2
export DESIGN_NICKNAME = fsmlab2
export VERILOG_FILES = /design/flow/design.v
export SDC_FILE = /design/flow/constraint.sdc
export NUM_CORES = 4
export LEC_CHECK = 1
export CORE_UTILIZATION = 50
$ cat flow/constraint.sdc
current_design fsmlab2

set clk_period 9.5
set clk_io_pct 0.2

create_clock -name clk0 -period $clk_period [get_ports {sync_22KHz_pulse}]

set non_clock_inputs [all_inputs -no_clocks]
set_input_delay [expr $clk_period * $clk_io_pct] -clock clk0 $non_clock_inputs
set_output_delay [expr $clk_period * $clk_io_pct] -clock clk0 [all_outputs]
$ cat flow/design.v
`default_nettype none
module 
picoblaze_template
#(
parameter clk_freq_in_hz = 25000000
) (
				output reg[7:0] led_volume,
				output reg led_blinker,
				input logic interr_sig, 
				input logic clk, 
				input logic [7:0] input_data
			     );
wire[9:0]  address;
wire[17:0]  instruction;
wire[7:0]  port_id;
wire[7:0]  out_port;
reg[7:0]  in_port;
wire  write_strobe;
wire  read_strobe;
reg  interrupt;
wire  interrupt_ack;
wire  kcpsm3_reset;
reg[26:0] int_count;
reg onehertz;
reg        lcd_rw_control;
reg[7:0]   lcd_output_data;
pacoblaze3 led_8seg_kcpsm
(
                  .address(address),
               .instruction(instruction),
                   .port_id(port_id),
              .write_strobe(write_strobe),
                  .out_port(out_port),
               .read_strobe(read_strobe),
                   .in_port(in_port),
                 .interrupt(interrupt),
             .interrupt_ack(interrupt_ack),
                     .reset(kcpsm3_reset),
                       .clk(clk));
 wire [19:0] raw_instruction;
	pacoblaze_instruction_memory 
	pacoblaze_instruction_memory_inst(
     	.addr(address),
	    .outdata(raw_instruction)
	);
	always @ (posedge clk)
	begin
	      instruction <= raw_instruction[17:0];
	end
    assign kcpsm3_reset = 0;                       
assign onehertz = interr_sig ? 1'b1 : 1'b0;
always @ (posedge clk or posedge interrupt_ack)   
begin
    if (interrupt_ack)   
        interrupt <= 0;
    else if (onehertz)   
        interrupt <= 1;
    else
        interrupt <= interrupt;   
end
 always @ (posedge clk)
 begin
    case (port_id[7:0])
        8'h0:    in_port <= input_data;
        default: in_port <= 8'bx;
    endcase
end
  always @ (posedge clk)
  begin
        if (write_strobe & port_id[7])   
          led_volume <= out_port;
        if (write_strobe & port_id[6])   
          led_blinker <= out_port;
  end
endmodule
module fsmlab2 (
    input wire sync_22KHz_pulse,
    input wire [31:0] flash_mem_readdata,
    input logic [7:0] kbdinput,
    output reg flash_mem_read,
    output reg [22:0] flash_mem_address,
    output reg [7:0] audio_data,
    output reg vol_signal
);
    localparam KEYCHECK = 4'b0000;
    localparam READEVEN = 4'b0001;
    localparam READODD = 4'b0010;
    localparam UPDATE = 4'b0011;
    localparam BACKWARD = 4'b0100;
    localparam FORWARD = 4'b0101;
    localparam FORSTOP = 4'b0110;
    localparam BACKSTOP = 4'b0111;
    localparam FORRESET = 4'b1000;
    localparam BACKRESET = 4'b1001;
    localparam BREADEVEN = 4'b1010;
    localparam BREADODD = 4'b1011;
    localparam BUPDATE = 4'b1100;
    localparam SET_FADDRESS = 4'b1101;
    localparam SET_BADDRESS = 4'b1110;
    localparam INTERRUPT = 4'b1111;
    reg [3:0] state;
    reg [22:0] flash_read_address;
    always @(posedge sync_22KHz_pulse) begin
        case (state)
            KEYCHECK: begin 
                case (kbdinput)
                    8'h45 : state <= FORWARD;
                    8'h42 : state <= BACKSTOP;
                    8'h46 : state <= FORSTOP;
                    default : state <= KEYCHECK;
                endcase 
            end 
            FORRESET: begin
                flash_mem_address <= 23'd0;
                state <= SET_FADDRESS;  
            end
            SET_FADDRESS: begin
                state <= FORWARD;  
            end
            FORWARD: begin
                if (kbdinput == 8'h44) begin
                    state <= FORSTOP;
                end else if (kbdinput == 8'h42) begin
                    state <= BACKWARD;
                end else if (kbdinput == 8'h52) begin
                    state <= FORRESET;
                end else if (flash_mem_address < 23'h7FFFF) begin
                    flash_mem_read <= 1'b1;
                    flash_mem_address <= flash_read_address;
                    state <= READEVEN;
                end else begin
                    flash_mem_address <= 23'd0;
                    flash_read_address <= 23'b0;
                    flash_mem_read <= 1'b0;
                    state <= FORWARD;
                end
            end
            READEVEN: begin
                flash_mem_read <= 1'b0;
                audio_data <= flash_mem_readdata[15:8];
                vol_signal <= 1'b1;
                state <= READODD;
            end
            READODD: begin
                flash_mem_read <= 1'b0;
                audio_data <= flash_mem_readdata[31:24];
                vol_signal <= 1'b1;
                state <= UPDATE;
            end
            UPDATE: begin
                flash_read_address <= flash_read_address + 23'd4;
                state <= FORWARD;
            end
            BACKWARD: begin
    if (kbdinput == 8'h46) begin
        state <= FORWARD;
    end else if (kbdinput == 8'h44) begin
        state <= BACKSTOP;
    end else if (kbdinput == 8'h52) begin
        state <= BACKRESET;
    end else if (flash_mem_address > 23'h0) begin
        flash_mem_read <= 1'b1;
        flash_mem_address <= flash_read_address;
        state <= BREADODD;
    end else begin
        flash_mem_address <= 23'h7FFFF;
        flash_read_address <= 23'h7FFFF;
        flash_mem_read <= 1'b0;
        state <= BACKWARD;
    end
end
            BACKRESET: begin
                flash_mem_address <= 23'h7FFFF;
                state <= SET_BADDRESS;
            end
            SET_BADDRESS: begin
                state <= BACKWARD;  
            end
            BREADODD: begin
                flash_mem_read <= 1'b0;
                audio_data <= flash_mem_readdata[31:24];
                vol_signal <= 1'b1;
                state <= BREADEVEN;
            end
            BREADEVEN: begin
                flash_mem_read <= 1'b0;
                audio_data <= flash_mem_readdata[15:8];
                vol_signal <= 1'b1;
                state <= BUPDATE;
            end
            BUPDATE: begin
                flash_read_address <= flash_read_address - 23'd4;  
                state <= BACKWARD;
            end
            FORSTOP: begin
                case (kbdinput)
                    8'h45: state <= FORWARD;
                    8'h52: state <= FORRESET;
                    8'h42: state <= BACKSTOP;
                    default : state <= FORSTOP;
                endcase
            end
            BACKSTOP: begin
                case (kbdinput)
                    8'h52 : state <= BACKRESET;
                    8'h45 : state <= BACKWARD;
                    8'h46 : state <= FORSTOP;
                    default: state <= BACKSTOP;
                endcase
            end
            default: state <= KEYCHECK;
        endcase
    end
endmodule
$ cat flow/run.sh
#!/bin/bash
# OpenROAD 26Q1-2900-gdf79404cd8, Yosys 0.63+post, stock flow scripts
make -C /OpenROAD-flow-scripts/flow DESIGN_CONFIG=/design/flow/config.mk WORK_HOME=/design/flow/orfs finish
==> impl_metrics.sql <==
-- physical implementation figures
INSERT INTO impl_metrics (metric_group, metric, value, unit) VALUES
('clocking', 'clock_latency', '0.34', 'ns'),
('clocking', 'cts_post_setup_buffers_inserted', '0', ''),
('clocking', 'cts_max_path_buffers', '2', ''),
('layout', 'flow.area_growth_from_synthesis', '19.35', '%'),
('global_route', 'globalRoute.totalOverflow', '0', ''),
('sta', 'setup_violating_endpoint_count_in_the_final_report', '0', ''),
('power_and_ir_drop', 'p_leak', '1.630', 'nW'),
('die', 'i_o_pin_total', '74', ''),
('run', 'warning_count', '43', ''),
('global_route', 'grt_use_total', '27.20', '%'),
('global_route', 'gr-usage-met1', '46.76', '%'),
('clocking', 'tritoncts_num_sinks', '59', ''),
('layout', 'area.combinational', '2212', 'um2'),
('synthesis', 'post_syn_area_per_cell', '8.858', 'um2'),
('setup_path', 'startpoint_of_the_worst_setup_timing_path', 'kbdinput[0]', ''),
('layout', 'mostFrequentLayoutCells', '56 x sky130_fd_sc_hd__nor2_1, 56 x sky130_fd_sc_hd__clkdlybuf4s50_1, 55 x sky130_fd_sc_hd__edfxtp_1, 53 x sky130_fd_sc_hd__o21ai_0, 33 x sky130_fd_sc_hd__nand2_1', ''),
('synthesis', 'synth.yosys.warnings', '1', ''),
('clocking', 'ctsHtreeMaxLevel', '3', ''),
('setup_path', 'setup.worst_path.class', 'in2reg', ''),
('run_status', 'status', 'finished, final reports clean', ''),
('global_route', 'grt_max_degree', '34', ''),
('setup_path', 'regToRegStartpoint', 'state[1]$_DFF_P_', ''),
('global_route', 'first_global_vias', '3453', ''),
('sta', 'hold_violations', '0', ''),
('detailed_routing', 'drt_pass1_iterations', '4', ''),
('detailed_routing', 'drt-initial-drc-count', '267', ''),
('detailed_routing', 'wl', '10720', 'um'),
('die', 'die_width', '92.76', 'um'),
('clocking', 'clock_tree_from_tritoncts', 'yes', ''),
('sta', 'grt_setup_unrepaired', 'no', ''),
('clocking', 'cts_made_buffers', '9', ''),
('synthesis', 'syn_area', '4119', 'um2'),
('setup_path', 'crit_path_dat', '4.03', 'ns'),
('sta', 'timing.max_slew.rel_slack', '48.40', '%'),
('setup_path', 'cp-endpoint', 'flash_read_address[21]$_DFFE_PP_', ''),
('detailed_routing', 'route.detailed.drc', '0', ''),
('detailed_routing', 'antenna_cells_inserted', '0', ''),
('synthesis', 'enable_flop_cells', '55', ''),
('clocking', 'postCtsResizedCells', '0', ''),
('detailed_routing', 'wl_per_cell', '17.63', 'um'),
('setup_path', 'cp-start-kind', 'input pin', ''),
('synthesis', 'yosys_cells', '465', ''),
('layout', 'final_core_utilization', '62.64', '%'),
('synthesis', 'postSynthSeqShare', '42.04', '%'),
('sta', 'final.setup.worst_slack', '5.547', 'ns'),
('die', 'chipArea', '8604', 'um2'),
('die', 'initCoreUtil', '52.49', '%'),
('sta', 'fmax', '0.2530', 'GHz'),
('sta', 'clock_skew', '0.01165', 'ns'),
('setup_path', 'setup.reg_to_reg.worst_slack', '6.21', 'ns'),
('clocking', 'clk_pin_slew', '0.07', 'ns'),
('global_route', 'grt.met3_usage', '5.347', '%'),
('synthesis', 'synth_cells', '465', ''),
('global_route', 'wire_length_of_the_first_global_routing_pass', '17330', 'um'),
('sta', 'max_slew.worst_pin.slew', '0.7739', 'ns'),
('synthesis', 'synth-area-yosys', '4119', 'um2'),
('setup_path', 'wp_data_required', '9.58', 'ns'),
('global_route', 'use_met2', '39.22', '%'),
('setup_path', 'worstReg2RegEnd', 'flash_read_address[10]$_DFFE_PP_', ''),
('layout', 'postLayoutCellArea', '4916', 'um2'),
('detailed_routing', 'detail-route-antenna-nets', '0', ''),
('die', 'placementRows', '32', ''),
('placed_design', 'rd_place_congestion', '0.9325', ''),
('setup_path', 'timing.critical_path.to_type', 'flop', ''),
('placed_design', 'total_of_buffers_placed_on_input_and_output_ports', '56', ''),
('detailed_routing', 'drt-vias-per-instance', '6.240', ''),
('placed_design', 'post-dp-hpwl', '7502', 'um'),
('global_route', 'antenna_found_initial', '0', ''),
('clocking', 'ctsRootBufferMaster', 'sky130_fd_sc_hd__clkbuf_8', ''),
('power_and_ir_drop', 'power_per_cell_area', '314.3', 'nW/um2'),
('die', 'die_h', '92.76', 'um');
==> layout make-up <==
cell class / instances / area share (%)
inverter: 3 / 0.2291
clock inverter: 6 / 1.654
timing repair buffer: 65 / 12.78
clock buffer: 9 / 2.520
sequential: 59 / 35.23
multi-input combinational: 364 / 45.00
tap: 102 / 2.596
==> per-layer routing <==
metal	wire (um)	vias up
met2	4652	171
met4	102	0
met3	850	10
li1	-	1863
met5	0	-
met1	5116	1750
==> critical path: stages <==
cell,delay [ns]
sky130_fd_sc_hd__clkdlybuf4s50_1,0.49
sky130_fd_sc_hd__nor4b_2,0.56
sky130_fd_sc_hd__nor3b_1,0.52
sky130_fd_sc_hd__mux2i_1,0.13
sky130_fd_sc_hd__nand3b_1,0.11
sky130_fd_sc_hd__nand2_1,0.06
sky130_fd_sc_hd__buf_4,0.23
==> sequential cells by signal, summed over array words and instances (netlist names) <==
| name | cells |
|---|---|
| audio_data | 8 |
| flash_mem_address | 23 |
| flash_mem_read | 1 |
| flash_read_address | 23 |
| state | 4 |
==> per-stage QoR <==
step / instances / total power [W] / hold WS, ns
2_1_floorplan: 465 / 0.001020 / 0.5105
3_5_place_dp: 593 / 0.001289 / 0.5430
6_report: 608 / 0.001545 / 0.5599
3_3_place_gp: 593 / 0.001277 / 0.5360
4_1_cts: 608 / 0.001543 / 0.5598
5_1_grt: 608 / 0.001662 / 0.5670
==> where the power goes <==
group	switching, W	internal, W
sequential	0.000198	0.000477
combinational	0.000324	0.000300
clock	0.000103	0.000144
==> how the worst min path moves through the flow <==
stage	startpoint	endpoint	slack, ns	cells after the start
global route	flash_read_address[1]$_DFFE_PP_	flash_read_address[1]$_DFFE_PP_	0.57	2
finish	flash_read_address[1]$_DFFE_PP_	flash_read_address[1]$_DFFE_PP_	0.56	2
CTS	flash_read_address[1]$_DFFE_PP_	flash_read_address[1]$_DFFE_PP_	0.56	2
==> Yosys cell counts (5+ instances only) <==
cell / n / area share (%)
sky130_fd_sc_hd__nor2_1: 57 / 5.2
sky130_fd_sc_hd__edfxtp_1: 55 / 40
sky130_fd_sc_hd__o21ai_0: 53 / 6.4
sky130_fd_sc_hd__nand2_1: 33 / 3.0
sky130_fd_sc_hd__clkbuf_1: 23 / 2.1
sky130_fd_sc_hd__a21oi_1: 20 / 2.4
sky130_fd_sc_hd__nor3_1: 17 / 2.1
sky130_fd_sc_hd__nor4_1: 16 / 2.4
sky130_fd_sc_hd__nand3_1: 15 / 1.8
sky130_fd_sc_hd__nand4_1: 14 / 2.1
sky130_fd_sc_hd__or3_1: 12 / 1.8
sky130_fd_sc_hd__buf_2: 10 / 1.2
sky130_fd_sc_hd__nand2b_1: 10 / 1.5
sky130_fd_sc_hd__o211ai_1: 10 / 1.8
sky130_fd_sc_hd__and2_1: 8 / 1.2
sky130_fd_sc_hd__mux2_2: 8 / 2.2
sky130_fd_sc_hd__mux2i_1: 7 / 1.7
sky130_fd_sc_hd__and4_1: 6 / 1.3
sky130_fd_sc_hd__a211oi_1: 5 / 0.91
==> cells by family (layout without fill, tap and decap cells) <==
group | count (synthesis) | in the layout | share of synthesized area [%]
fa+ha+maj | 1 | 1 | 0.3037
buf+inv | 42 | 83 | 4.435
compound gates | 127 | 127 | 19.90
other cells | 1 | 1 | 0.09104
simple gates | 217 | 217 | 28.71
mux | 15 | 15 | 3.888
flops | 59 | 59 | 42.04
xor+xnor | 3 | 3 | 0.6380
Power figures rest on the tool's default switching activity, not on a simulated workload.
